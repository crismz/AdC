$ cat /design/flow/run.sh
#!/bin/bash
# OpenROAD 26Q1-2900-gdf79404cd8, Yosys 0.63+post, stock flow scripts
make -C /OpenROAD-flow-scripts/flow DESIGN_CONFIG=/design/flow/config.mk WORK_HOME=/design/flow/orfs finish
$ cat /design/flow/config.mk
export PLATFORM = sky130hd
export DESIGN_NAME = execute
export DESIGN_NICKNAME = execute
export VERILOG_FILES = /design/flow/design.v
export SDC_FILE = /design/flow/constraint.sdc
export NUM_CORES = 4
export LEC_CHECK = 1
export CORE_AREA = 10 10 260 260
export DIE_AREA = 0 0 270 270
$ cat /design/flow/constraint.sdc
current_design execute

set clk_period 51.0
set clk_io_pct 0.2

create_clock -name clk0 -period $clk_period

set non_clock_inputs [all_inputs -no_clocks]
set_input_delay [expr $clk_period * $clk_io_pct] -clock clk0 $non_clock_inputs
set_output_delay [expr $clk_period * $clk_io_pct] -clock clk0 [all_outputs]
$ cat /design/flow/design.v
module adder #(parameter N = 64)
					(input logic [N-1:0] a, b,
					output logic [N-1:0] y);
	assign y = a + b;
endmodule
module alu #(parameter N=64)
			(input logic [N-1:0] a, b,
			 input logic [3:0] ALUControl,
			 output logic [N-1:0] result,
			 output logic zero);
	always_comb begin
		casez(ALUControl)
			4'b0000: result = a & b;
			4'b0001: result = a | b;
			4'b0010: result = a + b;
			4'b0110: result = a - b;
			4'b0111: result = b;
			4'b1000: result = a;
			default: result = '1;
		endcase
		zero = ~(|result);  
	end
endmodule
module execute #(parameter N = 64)
					(input logic AluSrc,
					 input logic mov, EX_MEMregWrite, MEM_WBregWrite,
					 input logic [4:0] ID_EXRegRn, ID_EXRegRm, EX_MEMRegRd, MEM_WBRegRd,
					 input logic [3:0] AluControl,
					 input logic [N-1:0] EX_MEMResult, memoryResult,
					 input logic [N-1:0] PC_E,
					 input logic [N-1:0] signImm_E,
					 input logic [N-1:0] readData1_E,
					 input logic [N-1:0] readData2_E,
					 output logic [N-1:0] PCBranch_E,
					 output logic [N-1:0] aluResult_E,
					 output logic [N-1:0] writeData_E,
					 output logic zero_E);
	logic [1:0] forwardA, forwardB;
	logic [N-1:0] sht, muxe, muxi, muxfA, muxfB; 
	sl2 shift(signImm_E, sht);
	adder add(PC_E, sht, PCBranch_E);
	forwarding fw(ID_EXRegRn, ID_EXRegRm, EX_MEMRegRd, MEM_WBRegRd,
					  EX_MEMregWrite, MEM_WBregWrite,
					  forwardA, forwardB);
	mux4 mxfA(readData1_E, memoryResult, EX_MEMResult, 64'b0, forwardA, muxfA);
	mux4 mxfB(readData2_E, memoryResult, EX_MEMResult, 64'b0, forwardB, muxfB);
	mux2 mxi(muxfA, signImm_E, mov, muxi);
	mux2 mx(muxfB, signImm_E, AluSrc, muxe);
	alu al(muxi, muxe, AluControl, aluResult_E, zero_E);
	assign writeData_E = muxfB;
endmodule
module forwarding (input logic [4:0] ID_EXRegRn, ID_EXRegRm, EX_MEMRegRd, MEM_WBRegRd,
						 input logic EX_MEMregWrite, MEM_WBregWrite,
						 output logic [1:0] forwardA, forwardB);
	always_comb begin
		forwardA = 2'b00;
		forwardB = 2'b00;
		if (EX_MEMregWrite && (EX_MEMRegRd != 31)
			 && (EX_MEMRegRd == ID_EXRegRn))
			 forwardA = 2'b10;
		if (EX_MEMregWrite && (EX_MEMRegRd != 31)
			 && (EX_MEMRegRd == ID_EXRegRm))
			 forwardB = 2'b10;
		if (MEM_WBregWrite && (MEM_WBRegRd != 31)
			 && (EX_MEMregWrite == 0 || ((EX_MEMRegRd != 31)
					&& (EX_MEMRegRd != ID_EXRegRn)))
			 && (MEM_WBRegRd == ID_EXRegRn))
			 forwardA = 2'b01;
		if (MEM_WBregWrite && (MEM_WBRegRd != 31)
			 && (EX_MEMregWrite == 0 || ((EX_MEMRegRd != 31)
					&& (EX_MEMRegRd != ID_EXRegRm)))
		 && (MEM_WBRegRd == ID_EXRegRm))
			forwardB = 2'b01;
	end
endmodule
module mux2 #(parameter N = 64)
				(input logic [N-1:0] d0, d1,
				input logic s,
				output logic [N-1:0] y);
	assign y = s ? d1 : d0;
endmodule
module mux4 #(parameter N=64)
				(input logic [N-1:0] d0, d1, d2, d3,
				 input logic [1:0] s,
				 output logic [N-1:0] y);
assign y = s[1] ? (s[0] ? d3 : d2):(s[0] ? d1 : d0);
endmodule
module sl2 #(parameter N = 64)
				(input logic [N-1:0] a,					
				output logic [N-1:0] y);
	assign y[0] = 1'b0;
	assign y[1] = 1'b0;
	assign y[63:2] = a[61:0];
endmodule
==> impl_metrics.yaml <==
# yosys + openroad results
final_layout:
  layout_top_cell: "clkdlybuf4s50_1"
  n_sequential_cell: 0
  final_util_pct: 37.6
  syn_to_final_growth_pct: 42.9
  seqCellArea_um2: 0
  layout_top_cells: "clkdlybuf4s50_1 (599), nand2_1 (286), nor2_1 (255), a21oi_1 (233), o21ai_0 (198)"
  fillers: 6718
  drive_above_1_share_pct: 5.10
  clkbuf_count: 0
  stdcell_count: 3929
global_routing:
  antenna_found_initial: 20
  grt_max_degree: 59
  grt_pass1_wl_um: 179000
  grt_remaining_overflow: 0
  grt_usage_pct: 33.5
  grt_pass1_vias: 23800
routing:
  drt_first_pass_iters: 6
  drc: 0
  ant_nets: 0
  drt_wl_total_um: 126000
  post_drt_via_cell_ratio: 6.14
  drt_iter0_drc: 2724
  via_count: 24100
  wl_per_cell_um: 32.2
pwr:
  p_leak_nw: 9.23
  ir_drop_uv: 5.53
  powerDensity_nw_per_um2: 14.5
  p_total_mw: 0.336
worst_setup_path:
  path_delay_family: "simple AND/OR/NAND/NOR gates"
  worstSetupEndpointType: "output port"
  worstPathRequired_ns: 40.80
  slowest_delay_ns: 0.68
  cp-start-kind: "input port"
  cp_slowest_cell: "nor4_2"
  crit_type: "input port to output port"
  cp.buffers_inverters: 3
  crit_arrival_ns: 20.55
  critPathMaxFanout: 26
timing:
  slew_viol_final: 0
  hold_ws_ns: 20.40
  grt_setup_unrepaired: "false"
  slew_headroom_pct: 35.9
  min_period_ns: 30.75
  hold_viol: 0
  post-route-period-util_pct: 60.3
  fmax_mhz: 32.5
  tightest_slew_ns: 0.954
  fin_tns_setup_ns: 0
  setup_violations: 0
logic_synthesis:
  synth_area_um2: 16300
  ys_seq_share_pct: 0
  yosys_warnings: 2
  yosysUniqueCellTypes: 102
  synthCells: 2583
  synth_area_per_cell_um2: 6.29
  ys_chip_area_um2: 16300
  ys_cells: 2583
clocking:
  cts_resized: 0
  post_cts_buffers: 0
  holdBufCountCts: 0
die:
  chipArea_um2: 72900
  die_h_um: 270
  ios: 605
  die_x_um: 270
  num_rows: 91
  initCoreUtil_pct: 26.3
  core_region_area_um2: 61800
place:
  place_inst: 3917
  gp_routability_congestion: 1.08
  io_buffer_count: 601
  place_hpwl_um: 106000
flow_run:
  tool_warnings: 34
  maxCapViolCount: 0
outcome:
  outcome: "finished clean"
hold_path:
  hold_path.class: "input port to output port"
  min_to: "PCBranch_E[0]"
  hp-start: "PC_E[0]"
  min_path_cells: 0
worst max path at each step:
| stage | start | endpoint | slack, ns | cells after the start |
|---|---|---|---|---|
| CTS | MEM_WBRegRd[3] | zero_E | 20.53 | 29 |
| global route | MEM_WBRegRd[3] | zero_E | 19.81 | 29 |
| finish | MEM_WBRegRd[4] | zero_E | 20.25 | 29 |
final cells by class:
class / instances / area, um^2 / share of cell area, %
multi-input cells: 2317 / 15200 / 65.6
repair buffers: 678 / 6590 / 28.4
well taps: 837 / 1050 / 4.51
inverters: 85 / 319 / 1.37
diodes: 12 / 30.0 / 0.129
report_power, final:
| group | leakage (nW) | switching, mW | internal (mW) | total, mW |
|---|---|---|---|---|
| Clock | 0.0000760 | 0 | 0.0000000284 | 0.0000000285 |
| Sequential | 0 | 0 | 0 | 0 |
| Combinational | 9.23 | 0.187 | 0.150 | 0.336 |
kinds of logic after synthesis:
group           synth area share (%)
simple gates                    26.3
compound gates                  43.3
mux                             3.45
fa+ha+maj                       10.0
buf+inv                         6.64
xor+xnor                        10.3
synth_stat cells (31+ instances only):
cell	count	share of area, %
nand2_1	288	6.7
nor2_1	257	5.9
a21oi_1	233	7.2
o21ai_0	198	6.1
ha_1	127	9.8
clkbuf_1	123	2.8
xnor2_1	118	6.4
inv_1	82	1.9
a21o_1	74	3.4
o31ai_1	74	3.4
xor2_1	68	3.7
o21a_1	63	2.9
a31oi_1	61	2.3
nand3_1	57	1.8
and3_1	45	1.7
mux2i_1	41	2.5
nand4_1	41	1.6
nor3_1	37	1.1
o221ai_1	35	1.9
o22ai_1	31	1.2
routing by layer:
metal | vias up | part of all wire (%) | GRT usage (%)
met5 | - | 0.049 | 0
met4 | 10 | 6.7 | 18.5
met3 | 332 | 10 | 9.20
met2 | 1622 | 46 | 54.6
met1 | 11400 | 37 | 39.4
li1 | 10800 | - | -
through the flow:
stage,worst slack (ns),area (um^2)
after global placement,20.50,23200
after CTS,20.53,23200
after floorplan,24.07,16300
after detailed placement,20.55,23200
after global routing,19.81,23200
final,20.25,23200
Power is estimated from default activity; no workload was simulated.
