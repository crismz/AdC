<file path="design.v">
module signext (input logic [31:0] a,
					 output logic [63:0] y);
	always_comb 
		casez(a[31:21])
			11'b111_1100_0010: y = {{55{a[20]}}, a[20:12]};
			11'b111_1100_0000: y = {{55{a[20]}}, a[20:12]};
			11'b101_1010_0???: y = {{45{a[23]}}, a[23:5]};
			11'b110_1001_01??: casez(a[22:21])
										2'b00: y = {48'd0, a[20:5]};
										2'b01: y = {32'd0, a[20:5], 16'd0};
										2'b10: y = {16'd0, a[20:5], 32'd0};
										2'b11: y = {a[20:5], 48'd0};
									 endcase
			default: y = {64{1'b0}};
		endcase
endmodule
</file>
<file path="run.sh">
#!/bin/bash
# OpenROAD 26Q1-2900-gdf79404cd8, Yosys 0.63+post, stock flow scripts
make -C /OpenROAD-flow-scripts/flow DESIGN_CONFIG=/design/flow/config.mk WORK_HOME=/design/flow/orfs finish
</file>
<file path="config.mk">
export PLATFORM = sky130hd
export DESIGN_NAME = signext
export DESIGN_NICKNAME = signext
export VERILOG_FILES = /design/flow/design.v
export SDC_FILE = /design/flow/constraint.sdc
export NUM_CORES = 4
export LEC_CHECK = 1
export CORE_AREA = 10 10 92 92
export DIE_AREA = 0 0 102 102
</file>
<file path="constraint.sdc">
current_design signext

set clk_period 4.4
set clk_io_pct 0.2

create_clock -name clk0 -period $clk_period

set non_clock_inputs [all_inputs -no_clocks]
set_input_delay [expr $clk_period * $clk_io_pct] -clock clk0 $non_clock_inputs
set_output_delay [expr $clk_period * $clk_io_pct] -clock clk0 [all_outputs]
</file>
==> reports/results.txt <==
Outcome -> finished, final reports clean
Crit start category -> primary input
Layout cell share with drive strength beyond 1 -> 17.3%
Register share of total power -> 0%
Pre-CTS setup slack -> 0.481 ns
Mapped Cells -> 93
Met3 routed WL -> 641 um
Area Overhead vs Synth -> 127%
Worst setup margin -> 0.498 ns
WL met2 -> 2160 um
Critical Path RT -> 3.52 ns
Clk pwr share -> 0%
Die height -> 102 um
Post-DP HPWL -> 3640 um
CP most frequent cell -> clkdlybuf4s50_1
CLK BUF -> 0
Switching part of the total -> 41.7%
Die area -> 10400 sq um
1st-iter DRT viols -> 53
Slew Viols, Final -> 0
Largest net degree at the start of global routing -> 47
Post-layout power -> 0.0487 mW
Power per cell area -> 27.2 nW/um^2
CTS Hold Bufs -> 0
Top layer in use -> met3
Cell Area, Synth -> 788 sq um
Fill count -> 684
Tool warnings -> 37
CP Cell Sequence -> clkdlybuf4s50_1 > nand4bb_2 > nor3_1 > a31o_2 > a22o_2 > clkdlybuf4s50_1
Combinational Power Share -> 100.0%
Achievable clock frequency -> 0.256 GHz
Clock period minus worst slack -> 3.90 ns
Logic area -> 716 sq um
Tot GR Track Use -> 8.39%
Worst slew pin tran -> 0.393 ns
Post-CTS setup repair buffer count -> 0
Post-synth area from yosys stat -> 788 sq um
Gp weighted congestion -> 0.794
HP Class -> in -> out
Max incr delay on CP -> 0.48 ns
Initial antenna violation count -> 0
Syn Area/Cell -> 8.48 sq um
Post-Route WL -> 4710 um
Wire per inst -> 18.4 um
PostCTS Resize Cnt -> 0
Register area -> 0 sq um
Post-synthesis sequential area ratio -> 0%
RSZ-0062 raised after global routing -> no
Final setup fails -> 0
Crit path max fanout -> 16
Most frequent cells in the layout -> 91 x clkdlybuf4s50_1, 46 x a21o_1, 8 x a21o_2, 8 x a22o_2
Met1 WL -> 1900 um
Most numerous logic cell after layout -> clkdlybuf4s50_1
Worst Path Arrival -> 3.02 ns
Hold_ws -> 2.80 ns
DR vias -> 1122
Vias in the first global route -> 1227
GRT Residual Overflow -> 0
Flop count -> 0
Net switching power -> 0.0203 mW
Cell Rows -> 29
Core box area -> 6460 sq um
Die width -> 102 um
P_int -> 0.0284 mW
Drt pass-1 iters -> 4
Starting Density -> 12.2%
Port bufs -> 91
Setup CP Type -> in -> out
Maxcap violations -> 0
Yosys Warn Count -> 1
First-pass GRT wire length -> 6910 um
Cells in synth_stat.txt -> 93
Hold Fails Final Rpt -> 0
CP max-delay cell -> clkdlybuf4s50_1
IO Count -> 96
Rel. slew slack -> 73.6%
Post-DR vias/cell -> 4.38
Yosys cell types -> 22
Peak supply drop -> 19.5 uV
Ant. Diodes -> 0
Leak Pwr -> 1.03 nW
Setup crit end kind -> primary output
DRC viols -> 0
Setup TNS Final -> 0 ns
Crit share post-route -> 88.7%
Detail Route Antenna Nets -> 0
-- critical path, delay by kind of cell --
family | cells | cell delay (ns)
buffers and inverters | 2 | 0.90
AND-OR/OR-AND | 2 | 0.62
AND/OR/NAND/NOR | 2 | 0.60
-- metrics by stage --
step,cells,instance area (sq um),utilization (%)
final,256,1790,27.8
after global routing,256,1790,27.8
after CTS,256,1790,27.8
after detailed placement,256,1790,27.8
after global placement,256,1790,27.8
after floorplan,93,788,-
-- final cells by class --
cell class / instances / area share (%)
well taps: 77 / 5.37
multi-input cells: 81 / 39.9
inverters: 2 / 0.419
repair buffers: 96 / 54.3
-- per-layer routing --
layer / track usage, % / vias to the layer above
met3: 5.04 / 0
met1: 9.68 / 530
li1: - / 543
met4: 0 / 0
met2: 13.9 / 49
met5: 0 / -
-- power groups by stage --
| stage | Clock, mW | Sequential [mW] | Combinational, mW |
|---|---|---|---|
| finish | 0 | 0 | 0.0487 |
| global route | 0 | 0 | 0.0521 |
| CTS | 0 | 0 | 0.0492 |
-- cell families (layout without fill, tap and decap cells) --
group / count (synthesis) / in the layout / share of synthesized area (%)
buffers and inverters: 12 / 98 / 10.2
AOI/OAI and AO/OA: 66 / 66 / 67.6
and+or+nand+nor: 15 / 15 / 22.2
-- final timing paths --
path | cells past startpoint | to | startpoint | slack (ns)
worst max-delay path | 6 | y[1] | a[27] | 0.50
worst min-delay path | 3 | y[35] | a[8] | 2.80
-- cell usage after synthesis --
cell type	count	area, sq um
nand4bb_1	1	11.3
buf_2	4	20.0
nor4_4	3	63.8
a21o_1	46	345
a22o_2	8	80.1
buf_4	4	30.0
and4bb_1	1	12.5
a31o_2	1	8.76
and4b_1	1	10.0
nor2b_1	1	6.26
nor3_1	1	5.00
nand4bb_2	1	16.3
a21oi_2	1	8.76
and4bb_2	2	25.0
nand4_1	1	6.26
a21o_2	8	70.1
nand2_2	1	6.26
inv_1	2	7.51
nand2_1	1	3.75
buf_6	2	22.5
a221o_1	2	20.0
and2_4	1	8.76
Power figures rest on the tool's default switching activity, not on a simulated workload.
